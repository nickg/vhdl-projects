### flow/run.sh
#!/bin/bash
# OpenROAD 26Q1-2900-gdf79404cd8, Yosys 0.63+post, stock flow scripts
make -C /OpenROAD-flow-scripts/flow DESIGN_CONFIG=/design/flow/config.mk WORK_HOME=/design/flow/orfs finish
### flow/config.mk
export PLATFORM = sky130hd
export DESIGN_NAME = asym_ram_sdp
export DESIGN_NICKNAME = asym_ram_sdp
export VERILOG_FILES = /design/flow/design.v
export SDC_FILE = /design/flow/constraint.sdc
export NUM_CORES = 4
export LEC_CHECK = 1
export CORE_UTILIZATION = 40
### flow/constraint.sdc
current_design asym_ram_sdp

set clk_period 5.6
set clk_io_pct 0.2

create_clock -name clk0 -period $clk_period [get_ports {clkA}]
create_clock -name clk1 -period $clk_period [get_ports {clkB}]

set non_clock_inputs [all_inputs -no_clocks]
set_input_delay [expr $clk_period * $clk_io_pct] -clock clk0 $non_clock_inputs
set_output_delay [expr $clk_period * $clk_io_pct] -clock clk0 [all_outputs]
### flow/design.v
(* keep_hierarchy = "yes" *) module uart_monitor(
   input reset,
   output wire reset_out,
  output wire monitor_hyper_trap,
  input clock,
  output wire tx,
  input rx,
  output wire [15:0] bit_rate_divisor,
  output wire activity,
  input [7:0] protected_hardware_in,
  input [7:0] uart_char,
  input uart_char_valid,
  output wire [7:0] monitor_char_out,
  output wire monitor_char_valid,
  input terminal_emulator_ready,
  input terminal_emulator_ack,
  output reg [15:0] key_scancode,
  output reg key_scancode_toggle,
  input force_single_step,
  input secure_mode_from_cpu,
  output secure_mode_from_monitor,
  output clear_matrix_mode_toggle,
  input fastio_read,
  input fastio_write,
  input monitor_proceed,
  input [7:0] monitor_waitstates,
  input monitor_request_reflected,
  input [15:0] monitor_pc,
  input [15:0] monitor_cpu_state,
  input monitor_hypervisor_mode,
  input [7:0] monitor_instruction,
  output wire [27:0] monitor_watch,
  input monitor_watch_match,
  input [7:0] monitor_opcode,
  input [3:0] monitor_ibytes,
  input [7:0] monitor_arg1,
  input [7:0] monitor_arg2,
  input [31:0] monitor_memory_access_address,
  input [7:0] monitor_a,
  input [7:0] monitor_x,
  input [7:0] monitor_y,
  input [7:0] monitor_z,
  input [7:0] monitor_b,
  input [15:0] monitor_sp,
  input [7:0] monitor_p,
  input [11:0] monitor_map_offset_low,
  input [11:0] monitor_map_offset_high,
  input [3:0] monitor_map_enables_low,
  input [3:0] monitor_map_enables_high,
  input monitor_interrupt_inhibit,
  input [7:0] monitor_roms,
  input [7:0] monitor_char,
  input monitor_char_toggle,
  output wire monitor_char_busy,
  output wire [27:0] monitor_mem_address,
  input [7:0] monitor_mem_rdata,
  output wire [7:0] monitor_mem_wdata,
  output wire monitor_mem_attention_request,
  input monitor_mem_attention_granted,
  output wire monitor_mem_read,
  output wire monitor_mem_write,
  output wire monitor_mem_setpc,
  output wire monitor_irq_inhibit,
  output reg monitor_mem_stage_trace_mode,
  output wire monitor_mem_trace_mode,
  output wire monitor_mem_trace_toggle
    );
  wire [191:0] history_wdata;
  assign history_wdata[7:0] = monitor_p;
  assign history_wdata[15:8] = monitor_a;
  assign history_wdata[23:16] = monitor_x;
  assign history_wdata[31:24] = monitor_y;
  assign history_wdata[39:32] = monitor_z;
  assign history_wdata[55:40] = monitor_pc;
  assign history_wdata[71:56] = monitor_cpu_state;
  assign history_wdata[79:72] = monitor_waitstates;
  assign history_wdata[87:80] = monitor_b;
  assign history_wdata[103:88] = monitor_sp;
  assign history_wdata[111:104] = {monitor_map_enables_low, monitor_map_offset_low[11:8]};
  assign history_wdata[119:112] = monitor_map_offset_low[7:0];
  assign history_wdata[121:120] = monitor_ibytes[1:0];
  assign history_wdata[122] = fastio_read;
  assign history_wdata[123] = fastio_write;
  assign history_wdata[124] = monitor_proceed;
  assign history_wdata[125] = monitor_mem_attention_granted;
  assign history_wdata[126] = monitor_request_reflected;
  assign history_wdata[127] = monitor_interrupt_inhibit;
  assign history_wdata[135:128] = { monitor_map_enables_high, monitor_map_offset_high[11:8] };
  assign history_wdata[143:136] = monitor_map_offset_high[7:0];
  assign history_wdata[151:144] = monitor_opcode;
  assign history_wdata[159:152] = monitor_arg1;
  assign history_wdata[167:160] = monitor_arg2;
  assign history_wdata[175:168] = monitor_instruction;
  assign history_wdata[183:176] = monitor_roms;
  assign history_wdata[191:184] = 8'h00;
  wire [9:0] history_write_index;
  wire [7:0] history_rdata_lo;
  wire [7:0] history_rdata_hi;
  wire [13:0] history_read_address_lo;
  wire [12:0] history_read_address_hi;
  wire [9:0] history_read_index;
   wire [15:0] cpu_address_next;
   wire [7:0] cpu_di;
   wire [7:0] cpu_do;
   wire cpu_write_next;
   wire [7:0] ram_do;
   wire [7:0] monitor_do;
  wire [7:0] cpu_state_rdata;
  wire cpu_state_write;
  wire [3:0] cpu_state_write_index;
  wire reset_internal;
  wire reset_out_internal;
  wire ram_write;
  wire ctrl_read;
  wire ctrl_write;
  assign reset_internal = ~reset;
  assign reset_out = ~reset_out_internal;
  assign history_read_address_lo = { history_read_index, cpu_address_next[3:0]};
  assign history_read_address_hi = { history_read_index, cpu_address_next[2:0]};
  asym_ram_sdp #(.WIDTHA(128),.SIZEA(1024),.ADDRWIDTHA(10), .WIDTHB(8),.SIZEB(16384),.ADDRWIDTHB(14)) 
               historyram0(
               .clkA(clock),.weA(history_write),.enaA(1),
               .addrA(history_write_index),.diA(history_wdata[127:0]),
               .clkB(clock),.enaB(1),.addrB(history_read_address_lo),.doB(history_rdata_lo));
  asym_ram_sdp #(.WIDTHA(64),.SIZEA(1024),.ADDRWIDTHA(10), .WIDTHB(8),.SIZEB(8192),.ADDRWIDTHB(13))
               historyram1(
               .clkA(clock),.weA(history_write),.enaA(1),
               .addrA(history_write_index),.diA(history_wdata[191:128]),
               .clkB(clock),.enaB(1),.addrB(history_read_address_hi),.doB(history_rdata_hi));
  asym_ram_sdp #(.WIDTHA(64),.SIZEA(16),.ADDRWIDTHA(4), .WIDTHB(8),.SIZEB(128),.ADDRWIDTHB(7)) 
               cpustateram(
               .clkA(clock),.weA(cpu_state_write),.enaA(1),
               .addrA(cpu_state_write_index),.diA({ 16'h0000, monitor_cpu_state, monitor_memory_access_address}),
               .clkB(clock),.enaB(1),.addrB(cpu_address_next[6:0]),.doB(cpu_state_rdata));
  monitormem monitormem(.clk(clock), .we(ram_write), .addr(cpu_address_next[11:0]), .di(cpu_do), .do(ram_do));
  monitor_ctrl monitorctrl(.clk(clock), .reset(reset_internal), .reset_out(reset_out_internal), .write(ctrl_write), .read(ctrl_read),
                           .address(cpu_address_next[4:0]), .di(cpu_do), .do(monitor_do), 
                           .history_write_index(history_write_index), .history_write(history_write),
                           .history_read_index(history_read_index),
                           .mem_address(monitor_mem_address),
                           .mem_rdata(monitor_mem_rdata), .mem_wdata(monitor_mem_wdata),
                           .mem_read(monitor_mem_read), .mem_write(monitor_mem_write),
                           .set_pc(monitor_mem_setpc),
                           .cpu_state_write(cpu_state_write),
                           .cpu_state(monitor_cpu_state[15:8]),
                           .cpu_state_write_index(cpu_state_write_index),
                           .mem_attention_granted(monitor_mem_attention_granted),
                           .mem_attention_request(monitor_mem_attention_request),
                           .monitor_mem_trace_mode(monitor_mem_trace_mode),
                           .monitor_mem_trace_toggle(monitor_mem_trace_toggle),
                           .monitor_irq_inhibit(monitor_irq_inhibit),
                           .monitor_hypervisor_mode(monitor_hypervisor_mode),
                           .monitor_hyper_trap(monitor_hyper_trap),
                           .protected_hardware(protected_hardware_in),
			   .secure_mode_from_monitor(secure_mode_from_monitor),
			   .secure_mode_from_cpu(secure_mode_from_cpu),
			   .clear_matrix_mode_toggle(clear_matrix_mode_toggle),
                           .monitor_p(monitor_p), .monitor_pc(monitor_pc),
                           .monitor_watch(monitor_watch), .monitor_watch_match(monitor_watch_match),
                           .monitor_char_out(monitor_char_out), .monitor_char_valid(monitor_char_valid), .terminal_emulator_ready(terminal_emulator_ready),
                           .terminal_emulator_ack(terminal_emulator_ack),
			   .uart_char(uart_char), .uart_char_valid(uart_char_valid),
                           .monitor_char_in(monitor_char), .monitor_char_toggle(monitor_char_toggle), .monitor_char_busy(monitor_char_busy),
                           .bit_rate_divisor(bit_rate_divisor),.rx(rx),.tx(tx),.activity(activity));
  monitor_bus monitorbus(.clk(clock), .cpu_address(cpu_address_next), .cpu_write(cpu_write_next), 
                         .history_lo(history_rdata_lo), .history_hi(history_rdata_hi), .cpu_state(cpu_state_rdata),
                         .mem(ram_do), .ctrl(monitor_do), .ram_write(ram_write),
                         .ctrl_write(ctrl_write), .ctrl_read(ctrl_read), .read_data(cpu_di));
  cpu6502 monitorcpu(.clk(clock), .reset(reset_internal), .nmi(0), .irq(0), .ready(1), 
                      .write_next(cpu_write_next), .address_next(cpu_address_next), 
                      .data_i(cpu_di), .data_o_next(cpu_do));
endmodule
module asym_ram_sdp (clkA, clkB, weA, enaA, enaB, addrA, addrB, diA, doB);
parameter WIDTHB = 4;
parameter SIZEB = 1024;
parameter ADDRWIDTHB = 10;
parameter WIDTHA = 16;
parameter SIZEA = 256;
parameter ADDRWIDTHA = 8;
input clkA;
input clkB;
input weA;
input enaA, enaB;
input [ADDRWIDTHA-1:0] addrA;
input [ADDRWIDTHB-1:0] addrB;
input [WIDTHA-1:0] diA;
output [WIDTHB-1:0] doB;
function integer log2;
input integer value;
reg [31:0] shifted;
integer res;
begin
	if (value < 2)
		log2 = value;
	else
	begin
		shifted = value-1;
		for (res=0; shifted>0; res=res+1)
			shifted = shifted>>1;
		log2 = res;
	end
end
endfunction
localparam maxSIZE = {(SIZEA) > (SIZEB) ? (SIZEA) : (SIZEB)};
localparam maxWIDTH = {(WIDTHA) > (WIDTHB) ? (WIDTHA) : (WIDTHB)};
localparam minWIDTH = {(WIDTHA) < (WIDTHB) ? (WIDTHA) : (WIDTHB)};
localparam RATIO = maxWIDTH / minWIDTH;
localparam log2RATIO = log2(RATIO);
reg [minWIDTH-1:0] RAM [0:maxSIZE-1];
reg [WIDTHB-1:0] readB;
always @(posedge clkB) begin
	if (enaB) begin
		readB <= RAM[addrB];
	end	
end
assign doB = readB;
always @(posedge clkA)
begin : ramwrite
	integer i;
	reg [log2RATIO-1:0] lsbaddr ;;
	for (i=0; i< RATIO; i= i+ 1) begin : write1
		lsbaddr = i;
		if (enaA) begin 
			if (weA)
				RAM[{addrA, lsbaddr}] <= diA[(i+1)*minWIDTH-1 -: minWIDTH];
		end	
	end
end
endmodule
==> out/metrics.yaml <==
status: "finished clean"
stdcell_count: 13577
critPathKind: "primary input to register"
clkTransAtPathRegs_ps: 60
yosys_area_um2: 158000
io_pins: 43
antenna_found_initial: 21
cts_tree: "yes"
viasPerCell: 5.81
log.warning_count: 27
cts_sinks: 4100
min_path_type: "primary input to register"
cts_resized: 0
grt_max_degree: 91
synth_cells: 7312
post-cts-setup-buffers: 0
p_leak_nw: 57.5
edf_count: 4100
ys_sh_xor: 0
dpl_cell_area_um2: 169000
grt_pass1_wl_um: 622000
netlist_area_um2: 158000
slowest_stage: "nor3_1"
die_x_um: 631
n_fill_cell: 31409
total_power_mw: 63.9
drtPass1Iterations: 5
finalSetupViolCount: 0
area_growth_pct: 14.9
vias: 78894
portBuffers: 41
drv_slew: 0
grt_pass1_vias: 87545
core_area_um2: 393000
internal_power_mw: 50.3
flop_cell: "edfxtp_1"
fin_setup_tns_ps: 0
fin_area_um2: 182000
placedCellCount: 12801
power_switching_mw: 13.7
gr-total-overflow: 0
dp_slack_ps: 186
synth.logic.top_family: "multiplexers"
worstSetupEndpointType: "register"
slowest_delay_ps: 750
fp-row-count: 230
finalWeightedCongestion: 0.915
p_per_area_nw_per_um2: 351
ys_cells: 7312
drv_cap: 0
slew_headroom: 0.0719
crit_path_cell_trace: "buf_6 > buf_4 > nand3b_1 > o22ai_1 > a21oi_1 > o211ai_1 > nor4_1 > buf_4 > nor3_1 > nand4_1 > nand4_1"
yosysWarnings: 1
pwr-share-comb: 0.054
wl_per_cell_um: 32.0
worstPathRequired_ps: 5690
arrival_ps: 5380
ys_sh_aoi: 0.0315
cp_num_buf_inv: 3
adder_share: 0
cp_max_fo: 37
timing.final.ws_setup_ps: 303
swShare: 0.214
seq_power_share: 0.529
cp_top_family: "simple AND/OR/NAND/NOR gates"
drive_gt1_frac: 0.259
synth_flops: 4100
mux_area_frac: 0.154
hpwl_um: 258000
synth_cell_type_count: 71
postCtsHoldBufs: 0
drt_iter0_markers: 4849
ys_seq_share: 0.777
die_area_um2: 399000
drc_errors: 0
initial_utilization: 0.403
wl_um: 434000
peakVddDrop_v: 0.000283
clkPwrFrac: 0.417
hold_violations: 0
synthArstFlopShare: 0
rsz0062_at_grt: "false"
fp.dieH_um: 631
track_usage: 0.242
worst_setup_path_start_kind: "primary input"
simple_gate_share: 0.0202
synth_area_per_cell_um2: 21.7
tightest_slew_ps: 1380
antenna_left: 0
## path summary, 6_finish.rpt
check                      end  cells past startpoint  slack [ps]        start
hold reg to reg       readB[0]                      5        1890  RAM[894][0]
hold / removal     RAM[283][1]                      1         580      diA[13]
setup / recovery      readB[0]                     11         300     addrB[3]
min in group clk1     readB[0]                      5        1890  RAM[894][0]
setup reg to reg      readB[1]                      8        1080  RAM[751][1]
max in group clk0  RAM[227][0]                      5        1420     addrA[1]
## area by class of cell
class | instances | area [µm²] | share of cell area
sequential | 4100 | 123000 | 0.676
multi-input combinational | 2765 | 32700 | 0.180
clock buffer | 501 | 10700 | 0.0589
timing repair buffer | 710 | 6560 | 0.0360
tap | 5220 | 6530 | 0.0359
clock inverter | 250 | 2270 | 0.0124
antenna | 25 | 62.6 | 0.000344
inverter | 6 | 32.5 | 0.000179
## flip-flops by register name, summed over array words and instances, names as in the netlist
register,count
RAM,4096
readB,4
## metal layers
| metal | global-route usage | vias to the layer above | part of all wire |
|---|---|---|---|
| met5 | 0.0255 | - | 0.0021 |
| met4 | 0.0757 | 31 | 0.041 |
| met3 | 0.216 | 848 | 0.20 |
| met2 | 0.342 | 5814 | 0.46 |
| met1 | 0.266 | 39740 | 0.30 |
| li1 | - | 32461 | - |
## cell usage in the layout, fill, tap and decap left out, drive strengths merged, types with 12 or more instances in the layout
| cell | count |
|---|---|
| inv | 17 |
| clkbuf | 501 |
| nor2b | 20 |
| a211oi | 32 |
| mux2 | 20 |
| nand3 | 52 |
| mux2i | 470 |
| mux4 | 866 |
| nor4 | 21 |
| nand2 | 107 |
| clkinv | 191 |
| clkdlybuf4s50 | 18 |
| a21oi | 132 |
| diode | 25 |
| a22o | 20 |
| o221ai | 180 |
| nor3 | 66 |
| edfxtp | 4100 |
| bufinv | 38 |
| nand4 | 26 |
| a221oi | 29 |
| o22ai | 113 |
| a22oi | 57 |
| buf | 692 |
| o21ai | 73 |
| a31oi | 12 |
| nor2 | 340 |
## stage by stage
stage,util,hold WS [ps]
2_1_floorplan,-,780
3_3_place_gp,0.429,1150
3_5_place_dp,0.429,1100
4_1_cts,0.462,538
5_1_grt,0.463,587
6_report,0.463,584
## kinds of logic after synthesis
kind of cell | Yosys count
mux | 1356
flops | 4100
simple gates | 702
compound gates | 707
buf+inv | 447
## power by group through the flow
| stage | logic, mW | registers [mW] | clock network, mW |
|---|---|---|---|
| 5_1_grt | 3.67 | 33.8 | 28.2 |
| 6_report | 3.46 | 33.8 | 26.7 |
| 4_1_cts | 3.47 | 33.8 | 27.1 |
## synth_stat cells (6+ instances only)
master / count / area, µm²
nor2b_1: 20 / 125
a2111oi_0: 11 / 96.3
a211oi_1: 32 / 240
mux4_2: 866 / 19500
nor3_1: 66 / 330
or2_2: 6 / 37.5
nor2_1: 340 / 1280
buf_1: 27 / 101
edfxtp_1: 4100 / 123000
or3_1: 9 / 56.3
buf_4: 51 / 383
clkbuf_1: 196 / 736
nand2_1: 107 / 402
o211ai_1: 6 / 45.0
and3_1: 6 / 37.5
mux2i_1: 470 / 4700
buf_6: 83 / 935
o22ai_1: 113 / 707
a221oi_1: 29 / 254
nor4_1: 21 / 131
o21ai_0: 73 / 365
nand2b_1: 8 / 50.1
a22o_1: 20 / 175
mux2_2: 20 / 225
buf_2: 79 / 395
and2_1: 7 / 43.8
a31oi_1: 12 / 75.1
nand3_1: 52 / 260
a21oi_1: 132 / 661
o221ai_1: 180 / 1580
a22oi_1: 57 / 428
nand4_1: 26 / 163
## worst reg2reg max path, cell delays in order (launching register included)
cell	delay (ps)
edfxtp_1	370
mux4_2	480
mux4_2	490
nor2_1	420
a2111oi_0	200
a41oi_1	720
buf_4	230
a2111oi_0	40
or4_1	580
No activity file was given, so power comes from the tool's default toggle rates.
